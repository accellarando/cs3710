## flow/config.mk

```make
export PLATFORM = sky130hd
export DESIGN_NAME = vgaControl
export DESIGN_NICKNAME = vgaControl
export VERILOG_FILES = /design/flow/design.v
export SDC_FILE = /design/flow/constraint.sdc
export NUM_CORES = 4
export LEC_CHECK = 1
export CORE_UTILIZATION = 50
```

## flow/run.sh

```bash
#!/bin/bash
# OpenROAD 26Q1-2900-gdf79404cd8, Yosys 0.63+post, stock flow scripts
make -C /OpenROAD-flow-scripts/flow DESIGN_CONFIG=/design/flow/config.mk WORK_HOME=/design/flow/orfs finish
```

## flow/design.v

```verilog
module vgaControl(
	input clk, clr,
	output reg hSync, vSync, bright,
	output reg [9:0] hCount,
	output reg [9:0] vCount,
	output vgaClk);
	parameter HMAX = 800;  
	parameter VMAX = 521;
	parameter HFP  = 16;  
	parameter VFP  = 10;
	parameter HBP  = 48;
	parameter VBP  = 29;
	parameter HPW  = 96;  
	parameter VPW  = 2;
	reg [9:0] vCounter;
	reg [9:0] hCounter;
	reg isHorizontalOff;
	reg isVerticalOff;
	reg counter;
	reg enable;
	assign vgaClk = ~enable;
	always@(negedge clr, posedge clk) begin
		if(~clr) 
			counter <= 0;
		else begin
			counter <= ~counter;
			if(counter) begin
				enable <= 1;
				counter <= 0;
			end
			else
				enable <= 0;
		end
	end
	always@(negedge clr, posedge clk) begin
		if(clr==0) begin
			hCount <= 0;
			vCount <= 0;
			hCounter <= 0;
			vCounter <= 0;
			hSync <= 1;
			vSync <= 1;
		end
		else begin
			isHorizontalOff <= (hCounter < HPW + HFP) | (hCounter > HMAX - HBP);
			isVerticalOff <= (vCounter < VPW + VFP) | (vCounter > VMAX - VBP);
			bright <= ~isHorizontalOff & ~isVerticalOff;
			if(enable) begin
				hCounter <= hCounter + 1'b1;
				if(bright)
					hCount <= hCount + 1'b1;
				if(hCounter == HMAX) begin
					hCounter <= 0;
					hCount <= 0;
					hSync <= 0;
					vCounter <= vCounter + 1'b1;
					vCount   <= vCount + 1'b1;
				end
				else begin
					if(hCounter>HPW)
						hSync <= 1;
				end
				if(vCounter == VMAX) begin
					vCounter <= 0;
					vCount <= 0;
					vSync <= 0;
				end
				else begin
					if(vCounter > VPW) 
						if(!vSync)
							vSync <= 1;
				end
			end
		end
	end
endmodule
```

## flow/constraint.sdc

```tcl
current_design vgaControl

set clk_period 4.0
set clk_io_pct 0.2

create_clock -name clk0 -period $clk_period [get_ports {clk}]

set non_clock_inputs [all_inputs -no_clocks]
set_input_delay [expr $clk_period * $clk_io_pct] -clock clk0 $non_clock_inputs
set_output_delay [expr $clk_period * $clk_io_pct] -clock clk0 [all_outputs]
```

==> summary.txt <==
Results of an implementation run.

Yosys mapped a number of flops with a built-in enable equal to 4. The script computed a power per unit cell area of 365.4 nW/um2. Summed over all instances, the cell type with the most area after synthesis is sky130_fd_sc_hd__dfrtp_1. The iteration count recorded for the first detailed-route pass is 21. Per the detailed placement report, the placed cell area equals 2683 um2. The final layout contains routed wiring with a total length of 4585 um. The number of placement rows is 24. The tree is rooted in a sky130_fd_sc_hd__clkbuf_8. Summed over all nets, the half-perimeter wirelength after detailed placement is 3251 um.

The final timing report gives a worst setup slack of 1.417 ns. The fraction of synthesized cell area taken by the top area cell type is 42.84%. The clock passes through at most 2 buffers.

Per the placement log, port buffering inserted 25 buffers. The run finished with clean final reports. Per the post-place timing report, worst setup slack is 1.490 ns. The maximum number of pins on one net before global-route repair is 32.

Looking at the gate-level netlist, the highest instance count belongs to sky130_fd_sc_hd__dfrtp_1. Looking at the setup timing report, the critical path kind is flip-flop to output pin. The mean post-synth cell area is 9.815 um2.

The number of antenna violations at the first check in global routing is 0. Global routing consumed, over all layers together, 21.35% of the routing resources. The number of hold buffers added after CTS was 0. The first global-routing pass estimated 8162 um of wire.

Sorting the synthesized cells by area gives the leading types as sky130_fd_sc_hd__dfrtp_1 43%, sky130_fd_sc_hd__edfxtp_1 5.0%, sky130_fd_sc_hd__xnor2_1 4.8%. The core region area is 4474 um2. The number of placed instances, taps included is 313.

According to the floorplan report, the die height is 71.21 um. The width of the chip is 71.21 um. The number of library cell types mapped by synthesis is 41. The via count of the first global-routing pass is 1714.

The required time of the critical path is 3.20 ns. The maximum net fanout on the critical path is 20. For this run the aggregate overflow at the end of global routing stands at 0.

In the routed netlist, the antenna diode instances number 0. The worst-case IR drop observed on VDD is 250.0 uV. The routed length per placed instance is 14.28 um. The portion of the post-synthesis area used by sequential elements is 50.05%.

The share of the cycle needed by the critical path after routing is 64.57%. Once layout is done, the placed cells without fillers occupy 2776 um2. In this run, flip-flops and latches consume 57.1% of the power. For the pin with the worst max-slew slack, the measured transition is 0.8700 ns. The clock-pin slew reported for the worst setup and hold paths after clock tree synthesis is 0.08 ns. The synthesis report lists the Yosys warning total as 1. The remaining design rule violation count is 0. The cell area that synthesis handed to floorplanning was 2395 um2. The number of hold-slack violations in the final timing report is 0. Looking at the post-CTS report, the setup buffer insertion count equals 0.

The count of placed standard cells in the final layout, fillers left out is 321. The kind of end point of the critical path is an output pin. The OpenROAD warning count is 29. The boundary pin count is 26. The clock network burns 28.9% of the power.

The chip area is 5070 um2. The clock insertion delay at the later pin of the skew report is 0.30 ns. The number of gates resized after CTS is 0. The number of cells on the worst reg-to-reg path is 6. Setup violations remaining at the end of the flow were counted as 0. The number of instances in the synthesized netlist is 244.

Summed over all nets, the switching power comes to 0.0002773 W. The share of total power in combinational logic is 14.0%. The classification of the worst-slack hold path is input port to async pin. The synthesis report gives the async set-or-reset register share as 91.49%. The number of routed nets with antenna violations is 0. The area growth from synthesis to layout is 15.94%. In this run the static leakage power is 1.174 nW.

By count the netlist is led by 41 x sky130_fd_sc_hd__dfrtp_1, 23 x sky130_fd_sc_hd__nor2_1, 20 x sky130_fd_sc_hd__nand2_1, 13 x sky130_fd_sc_hd__xnor2_1. The number of CTS-inserted buffers is 5. Among all flip-flop cells after synthesis, the most frequent one is sky130_fd_sc_hd__dfrtp_1. The number of synthesized register bits is 47. The clock drives 47 sinks. The chip area in the Yosys report is 2395 um2. STA classifies the critical path startpoint as a flip-flop. Setup repair after global routing left no endpoint under its margin.

Cell internal power was estimated by the tool at 0.0007373 W. TritonCTS built the clock tree. The achievable frequency is 387.2 MHz. The net switching fraction of the power is 27.33%. Summing over every cut layer, the via total after detailed routing is 1822. The relative slew slack is 41.47%. The detail-routed via count per cell is 5.676. Before placement the cells fill 53.52% of the core. After routing, the total negative slack on setup checks comes to 0 ns. At the end of routability-driven placement, the weighted congestion stood at 0.8079. The max-cap check violation count is 0. The final tally of max-slew violations is 0. The worst path in the final design needs a cycle of 2.583 ns, including I/O delays and setup. The number of standard cells reported by yosys is 244. For the worst setup path, the data arrival time is 1.78 ns. Between clock sinks in the finished design, the worst skew comes to 0.005637 ns. The number of H-tree levels is 2. The post-route netlist has 7.435% of its cells at a drive strength greater than 1. The initial detailed-routing violation count is 102.
-- area by class of cell --
cell class,count,area (um2)
repair buffers,28,267.8
clock buffers,6,82.58
multi-input cells,174,1106
well taps,52,65.06
inverters,12,45.04
fillers,378,1698
flip-flops and latches,47,1199
clock inverters,2,11.26
-- worst max-delay path: stages, from the launching register on --
cell and delay [ns]:
sky130_fd_sc_hd__edfxtp_1 0.74, sky130_fd_sc_hd__inv_1 0.28, sky130_fd_sc_hd__clkdlybuf4s50_1 0.46
-- flip-flops by register name, indices dropped and copies added (netlist names) --
signal and cells:
counter 1, vCounter 10, vSync 1, isVerticalOff 1
bright 1, enable 1, isHorizontalOff 1, hCounter 10
vCount 10, hCount 10, hSync 1
-- cells in the final DEF (no fill, tap or decap), types with 2 or more instances in the layout --
cell type / netlist / layout
sky130_fd_sc_hd__dfstp_2: 2 / 2
sky130_fd_sc_hd__dfrtp_1: 41 / 41
sky130_fd_sc_hd__nor2_1: 23 / 23
sky130_fd_sc_hd__o31ai_1: 2 / 2
sky130_fd_sc_hd__or3_1: 8 / 8
sky130_fd_sc_hd__a22o_1: 2 / 2
sky130_fd_sc_hd__nor4_1: 7 / 5
sky130_fd_sc_hd__clkbuf_8: 0 / 6
sky130_fd_sc_hd__nand4_1: 11 / 11
sky130_fd_sc_hd__mux2_2: 2 / 2
sky130_fd_sc_hd__inv_1: 12 / 12
sky130_fd_sc_hd__ha_1: 7 / 7
sky130_fd_sc_hd__o21ai_0: 12 / 12
sky130_fd_sc_hd__nand3_1: 11 / 11
sky130_fd_sc_hd__mux2i_1: 2 / 2
sky130_fd_sc_hd__nand2b_1: 2 / 2
sky130_fd_sc_hd__nor3_1: 8 / 8
sky130_fd_sc_hd__clkdlybuf4s50_1: 0 / 24
sky130_fd_sc_hd__xor2_1: 8 / 8
sky130_fd_sc_hd__a21oi_1: 10 / 10
sky130_fd_sc_hd__and3_1: 6 / 6
sky130_fd_sc_hd__xnor2_1: 13 / 13
sky130_fd_sc_hd__nor4_2: 1 / 3
sky130_fd_sc_hd__nand2_1: 20 / 20
sky130_fd_sc_hd__and4_1: 3 / 3
sky130_fd_sc_hd__edfxtp_1: 4 / 4
sky130_fd_sc_hd__buf_4: 0 / 3
sky130_fd_sc_hd__or4_1: 3 / 3
-- power by group through the flow --
stage	Combinational (W)	Clock, W	Sequential [W]
CTS	0.000144	0.000305	0.000578
global route	0.000164	0.000328	0.000586
finish	0.000142	0.000294	0.000579
-- path summary, 6_finish.rpt --
kind | slack [ns] | endpoint | start
min in group clk0 | 0.44 | counter | counter
worst max register to register | 1.44 | vCounter[7] | hCounter[0]
worst max-delay path | 1.42 | vgaClk | enable
worst min-delay path | 0.42 | hCounter[0] | clr
worst min register to register | 0.44 | counter | counter
max in group asynchronous | 2.83 | vSync | clr
-- layer usage --
metal  up-vias  GRT usage [%]  share of wire, %
met4         0          3.111              0.59
li1        918              -                 -
met3         4          5.058               4.8
met2        47          31.01                44
met1       853          35.49                51
met5         -              0                 0
-- per-stage QoR --
stage	hold WS [ns]	utilization (%)	total power, W
floorplan	0.3899	-	0.0006612
global placement	0.4286	59.96	0.0007286
detailed placement	0.4284	59.96	0.0007300
CTS	0.4276	62.05	0.001027
global route	0.4392	62.05	0.001079
finish	0.4186	62.05	0.001015
-- cells by family after synthesis --
family          after synthesis  share of synthesized area [%]
xor+xnor                     21                          7.680
mux                           4                          1.776
compound gates               33                          8.204
fa+ha+maj                     7                          3.657
flops                        47                          50.05
simple gates                109                          24.35
buf+inv                      23                          4.284
No activity file was given, so power comes from the tool's default toggle rates.
