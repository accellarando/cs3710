==> ./design.v <==
module bitGen(
	input clk, bright, reset,
	input unsigned [9:0] hCount,
	input unsigned [9:0] vCount,
	input [15:0] memData,
	input [15:0] glyphs,
	input [15:0] count_addr,
	input hSync, vSync,
	output reg[15:0] memAddr,
	output reg[23:0] rgb);
parameter BG_COLOR = 16'b1111111111111111;
parameter TOP = 176;
parameter BOTTOM = 304;
parameter HUN_START = 112;
parameter HUN_END = 240;
parameter TEN_START = 256;
parameter TEN_END = 384;
parameter ONE_START = 400;
parameter ONE_END = 528;
reg[3:0] thisState, nextState;
reg[2:0] pixelCounter;
reg[3:0] digitOne, digitTen, digitHun;
reg[3:0] digit;
reg[9:0] start;
reg[15:0] pixelAddr;
reg[15:0] pixels;
reg[14:0] nextPixels;
reg[4:0] i;  
reg[9:0] j;
reg[3:0] k;  
reg[9:0] oldHc;
reg[9:0] oldVc;
reg isGlyph;
reg[7:0] red, green, blue;
parameter FETCH_PIX = 4'd0;
parameter WRITE_PIX = 4'd1;
parameter FETCH_HUN = 4'd2;
parameter FETCH_HUN_WB = 4'd3;
parameter FETCH_TEN = 4'd4;
parameter FETCH_TEN_WB = 4'd5;
parameter FETCH_ONE = 4'd6;
parameter FETCH_ONE_WB = 4'd7;
always@(posedge clk) begin
	thisState <= nextState;
end
always@(*) begin
	if(!reset) begin
		nextState <= FETCH_HUN;
	end
	case(thisState)
		FETCH_HUN: nextState <= FETCH_HUN_WB;
		FETCH_HUN_WB: nextState <= FETCH_TEN;
		FETCH_TEN: nextState <= FETCH_TEN_WB;
		FETCH_TEN_WB: nextState <= FETCH_ONE;
		FETCH_ONE: nextState <= FETCH_ONE_WB;
		FETCH_ONE_WB: nextState <= FETCH_PIX;
		FETCH_PIX: nextState <= WRITE_PIX;
		WRITE_PIX:
			if(!vSync)
				nextState <= FETCH_HUN;
			else if(i >= 5'd16)
				nextState <= FETCH_PIX;
			else
				nextState <= WRITE_PIX;
	endcase
end
always@(posedge clk) begin
	if(!reset) begin
		i <= 4'b0;
		j <= 10'b0;
	end
	case(thisState)
		FETCH_HUN: memAddr <= count_addr + 2'd2;
		FETCH_HUN_WB: begin
			memAddr <= count_addr + 2'd2;
			digitHun <= memData[3:0];
		end
		FETCH_TEN: memAddr <= count_addr + 2'd1;
		FETCH_TEN_WB: begin
			memAddr <= count_addr + 2'd1;
			digitTen <= memData[3:0];
		end
		FETCH_ONE: memAddr <= count_addr + 2'd0;
		FETCH_ONE_WB: begin
			memAddr <= count_addr + 2'd0;
			digitOne <= memData[3:0];
		end
		FETCH_PIX: begin
			i <= 5'd31;  
			if(vCount >= TOP && vCount <= BOTTOM) begin
				if(hCount >= HUN_START && hCount <= HUN_END) begin
					isGlyph <= 1'b1;
					if(hCount == HUN_START) begin
						j <= 10'b0;
					end
					else begin
						if(k==4'd4)
							j <= j+1'b1;
						else
							k <= k + 1'b1;
					end
					memAddr <= glyphs + (digitHun << 4'd10)  
						+ ((vCount - TOP) << 3)  
						+ (j>>2);
					pixels <= memData;
				end
				else if(hCount >= TEN_START && hCount <= TEN_END) begin
					isGlyph <= 1'b1;
					if(hCount == TEN_START) begin
						j <= 10'b0;
						k <= 4'b0;
					end
					else begin
						if(k==4'd4)
							j <= j+1'b1;
						else
							k <= k + 1'b1;
					end
					memAddr <= glyphs + (digitTen << 4'd10)  
						+ ((vCount - TOP) <<3) 
						+ (j>>2);
					pixels <= memData;
				end
				else if(hCount >= ONE_START && hCount <= ONE_END) begin
					isGlyph <= 1'b1;
					if(hCount == ONE_START) begin
						j <= 10'b0;
						k <= 4'b0;
					end
					else begin
						if(k==4'd4)
							j <= j+1'b1;
						else
							k <= k + 1'b1;
					end
					memAddr <= glyphs + (digitOne << 10)  
						+ ((vCount - TOP) <<3)  
						+ (j>>2);
					pixels <= memData;
				end
				else begin
					isGlyph <= 1'b0;
					pixels <= BG_COLOR;
				end
			end
			else begin
				isGlyph <= 1'b0;
				pixels <= BG_COLOR;
			end
		end
		WRITE_PIX: begin
			if(isGlyph)
				pixels <= memData;
			if(oldHc != hCount) begin
				i <= i+1'b1;
				oldHc <= hCount;
			end
			red <= {4'd8{pixels[3'd4 * (i>>2) + 3'd2]}};
			green <= {4'd8{pixels[3'd4 * (i>>2) + 3'd1]}};
			blue <= {4'd8{pixels[3'd4 * (i>>2) + 3'd0]}};
			rgb <= {red,green,blue};
		end
		default: ;
	endcase
end
endmodule 
==> ./run.sh <==
#!/bin/bash
# OpenROAD 26Q1-2900-gdf79404cd8, Yosys 0.63+post, stock flow scripts
make -C /OpenROAD-flow-scripts/flow DESIGN_CONFIG=/design/flow/config.mk WORK_HOME=/design/flow/orfs finish
==> ./config.mk <==
export PLATFORM = sky130hd
export DESIGN_NAME = bitGen
export DESIGN_NICKNAME = bitGen
export VERILOG_FILES = /design/flow/design.v
export SDC_FILE = /design/flow/constraint.sdc
export NUM_CORES = 4
export LEC_CHECK = 1
export CORE_UTILIZATION = 50
==> ./constraint.sdc <==
current_design bitGen

set clk_period 6.8
set clk_io_pct 0.2

create_clock -name clk0 -period $clk_period [get_ports {clk}]

set non_clock_inputs [all_inputs -no_clocks]
set_input_delay [expr $clk_period * $clk_io_pct] -clock clk0 $non_clock_inputs
set_output_delay [expr $clk_period * $clk_io_pct] -clock clk0 [all_outputs]
==> summary.txt <==
impl run done, here's what came out: largest net degree at the start of global routing 36, Clock Path Buffers 2, Layout Area Growth over Synthesis 22.4%, tally of unique sky130hd cells used after synthesis 67, count of unclocked register or latch pins 3, Post-synth area hogs edfxtp_1, ha_1, dfxtp_1, Commonest flop edfxtp_1, Mean Syn Cell Area 9.41 um^2, setup slack, reg-to-reg 3460 ps, antenna cells 0, # port buffers 107, Syn Std Cell Area 0.00616 mm^2, CP Capture Point memAddr[15], drc violations 0, CP cell instances clkdlybuf4s50_1 > ha_1 > o21ai_0 > xnor2_1 > fa_1 > inv_1 > ha_1 > a21oi_1 > o21ai_0 > a2111oi_0 > a21oi_1 > o31ai_1 > a2111oi_0 > or3_1, Reg-to-Reg End memAddr[14], chip width 113 um, Critical R2R Launch j[5], IO Count 113, Warnings, synthesis 1, first-pass GRT wire length 24,200 um, endpoints left unconstrained 3, routability congestion estimate 0.930, IR drop worst, VDD 0.145 mV, setup TNS 0 ps, Slew HR 54.3%, Max Transition Viols Final 0, dpl hpwl 11,700 um, clk root buf clkbuf_16, DRT iter0 DRCs 346, critical path required time 6890 ps, FFs w/ async S/R, synth 0%, Hold Violations, Final 0, EDFF count, synth 61, height of the die 113 um, Via Count 5,163, fillers 985, Data arrival, critical path 5410 ps, PwrDens 185 mW/mm^2, Num CTS Buffers 9, Via density 5.78, CP startpoint vCount[4], Reg2Reg Depth 11, P_leak 0.00296 uW, Initial Util 51.3%, PostCTS Resize Cnt 0, Max Cap Violations 0, Yosys reg bits 82, share of cells above drive strength 1 5.76%, slowest stage delay, CP 590 ps, final antenna-violating net count 0, DRT Wirelength 14,900 um, FP Rows 40, Peak Freq 0.188 GHz, postcts setup bufs 0, Core Region 0.0120 mm^2, status complete, no violations, Top cell excl fill/tap clkdlybuf4s50_1, CTS tree built, Crit. End Element flip-flop, final hold slack 420 ps, Synth Instances 655, drt wl/cell 16.6 um, actual slew at the worst max-slew pin 681 ps, clk_skew 6.49 ps, tool warning count 32, RSZ-0062 raised after global routing no, most numerous logic cells after layout clkdlybuf4s50_1, edfxtp_1, inv_1, gr ovfl total 0, Hold Path Class reg -> reg, GRT Overall Usage 25.6%, Hold Crit Start blue[0], Critical Path Fanout Max 5, initial antenna violation count 0, post-layout period usage 78.2%, min Tclk post-route 5320 ps, clk latency late pin 350 ps, Dominant cell area share 29.7%, drt pass-1 iters 5, yosys stat chip area 0.00616 mm^2, final number of setup-violating endpoints 0, Crit-path slowest cell clkdlybuf4s50_1, clock-pin slew on the worst setup and hold paths 60 ps, htree depth 3, Critical Path Start Type input port, WS Path Type in -> reg, vias in the first global route 4,811, DIE AREA 0.0128 mm^2, largest area contributor in the netlist edfxtp_1, Hold-fix buffers, CTS 0, number of cells in Yosys stat 655
[cell usage after synthesis (12+ instances only)]
library cell / count
nand2_1: 37
clkbuf_1: 20
dfxtp_1: 18
xnor2_1: 32
ha_1: 37
edfxtp_1: 61
buf_4: 21
a21oi_1: 46
nand3_1: 22
fa_1: 18
a211oi_1: 12
o21ai_0: 30
inv_1: 56
and3_1: 17
a31oi_1: 18
nand2b_1: 17
nor2_1: 38
nor3_1: 20
[layout make-up]
type                    instances  area (um^2)  area share [%]
multi-input cells             477         3490            46.2
flip-flops and latches         82         2240            29.7
repair buffers                115         1130            15.0
clock buffers                  11          254            3.37
inverters                      56          210            2.79
well taps                     147          184            2.44
clock inverters                 5         40.0           0.531
[through the flow]
step / util, % / power, uW / setup slack [ps] / area, um^2 / instances
2_1_floorplan: - / 791 / 1810 / 6170 / 657
3_3_place_gp: 60.3 / 923 / 1190 / 7250 / 877
3_5_place_dp: 60.3 / 925 / 1130 / 7250 / 877
4_1_cts: 62.8 / 1410 / 1510 / 7540 / 893
5_1_grt: 62.8 / 1470 / 1030 / 7540 / 893
6_report: 62.8 / 1390 / 1480 / 7540 / 893
[how the worst min path moves through the flow]
stage / to / depth (start not counted)
4_1_cts: rgb[16] / 0
5_1_grt: rgb[7] / 0
6_report: rgb[7] / 0
[report_power, final]
part	leakage (uW)	switching, uW	internal [uW]	total, uW
Combinational	0.00209	197	179	376
Clock	0.000145	202	272	474
Sequential	0.000729	6.73	535	542
Total	0.00296	406	986	1390
[worst max-delay path: cells and delay by family]
family	cells	cell delay [ps]
fa+ha+maj	3	1050
simple gates	1	380
compound gates	7	1570
buf+inv	2	660
xor+xnor	1	390
[layer usage]
layer / part of all wire [%] / up-vias / track usage (%)
met1: 45 / 2432 / 39.4
met4: 1.9 / 0 / 4.04
met3: 6.3 / 25 / 5.24
met5: 0 / - / 0
met2: 47 / 156 / 40.4
li1: - / 2550 / -
[cell families after synthesis]
| kind of cell | after synthesis | synth area share [%] |
|---|---|---|
| compound gates | 178 | 19.0 |
| other cells | 1 | 0.0609 |
| flops | 79 | 35.6 |
| latches | 3 | 0.731 |
| fa+ha+maj | 55 | 13.4 |
| xor+xnor | 40 | 5.69 |
| mux | 8 | 1.97 |
| buf+inv | 98 | 7.25 |
| simple gates | 193 | 16.4 |
[flip-flops by register name (all words and copies together) (netlist names), 3 cells and up]
signal,count
j,10
rgb,3
oldHc,10
k,4
digitHun,4
thisState,3
memAddr,16
pixels,12
digitOne,4
nextState,3
i,5
digitTen,4
Power figures rest on the tool's default switching activity, not on a simulated workload.
