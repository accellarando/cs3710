<file path="./config.mk">
export PLATFORM = sky130hd
export DESIGN_NAME = controller
export DESIGN_NICKNAME = controller
export VERILOG_FILES = /design/flow/design.v
export SDC_FILE = /design/flow/constraint.sdc
export NUM_CORES = 4
export LEC_CHECK = 1
export CORE_AREA = 10 10 92 92
export DIE_AREA = 0 0 102 102
</file>
<file path="./constraint.sdc">
current_design controller

set clk_period 2.4
set clk_io_pct 0.2

create_clock -name clk0 -period $clk_period [get_ports {clk}]

set non_clock_inputs [all_inputs -no_clocks]
set_input_delay [expr $clk_period * $clk_io_pct] -clock clk0 $non_clock_inputs
set_output_delay [expr $clk_period * $clk_io_pct] -clock clk0 [all_outputs]
</file>
<file path="./design.v">
module controller (
	input clk, reset,
	input[15:0] instr,	 
	input[1:0] flag1, 
	input[2:0] flag2,
	output reg RFen, PSRen,	INSTRen,		 
	output reg[3:0] AluOp,					 
	output reg PCen, setZNL,				 
	output reg[1:0] PCm, 					 
	output reg MemW1en, MemW2en,			 
	output reg Movm, A1m, MAm,					 
	output reg[1:0] A2m, RWm 				 
	); 
	wire[3:0] op, opExt; 
	assign op		= instr[15:12];
	assign opExt	= instr[7:4];
	parameter SIZE = 16;
	parameter FETCH		= 4'd0;
	parameter DECODE	= 4'd1;
	parameter REX		= 4'd2;
	parameter IEX		= 4'd3;
	parameter LEX		= 4'd4;
	parameter JEX		= 4'd5;
	parameter SEX		= 4'd6;
	parameter BEX		= 4'd7;
	parameter RWB		= 4'd8;
	parameter IWB		= 4'd9;
	parameter LWB		= 4'd10;
	parameter JWB		= 4'd11;
	parameter SWB		= 4'd12;
	parameter BWB		= 4'd13;
	parameter EXT0		= 4'b0000;
	parameter ADD		= 4'b0101;
	parameter SUB		= 4'b1001;
	parameter CMP		= 4'b1011;
	parameter AND		= 4'b0001;
	parameter OR 		= 4'b0010;
	parameter XOR		= 4'b0011;
	parameter MOV		= 4'b1101;
	parameter LSH		= 4'b1000;
	parameter E_LSH	= 4'b0100;
	parameter E_LSHI	= 4'b000x;
	parameter LUI		= 4'b1111;
	parameter LJS		= 4'b0100;
	parameter E_LOAD	= 4'b0000;
	parameter E_STORE	= 4'b0100;
	parameter B			= 4'b1100;
	parameter E_J		= 4'b1100;
	parameter E_JAL		= 4'b1000;
	parameter ALU_AND			=	4'b0000;
	parameter ALU_OR			=	4'b0001;
	parameter ALU_XOR 		= 	4'b0010;
	parameter ALU_ADD 		= 	4'b0011;
	parameter ALU_SUB			=	4'b0100;
	parameter ALU_NOT 		= 	4'b0101;
	parameter ALU_SLL 		= 	4'b0110; 	 
	parameter ALU_SRL 		= 	4'b0111; 	 
	parameter EQ		= 4'b0000;
	parameter NE		= 4'b0001;
	parameter CS		= 4'b0010;
	parameter CC		= 4'b0011;
	parameter HI		= 4'b0100;
	parameter LS		= 4'b0101;
	parameter GT		= 4'b0110;
	parameter LE		= 4'b0111;
	parameter FS		= 4'b1000;
	parameter FC		= 4'b1001;
	parameter LO		= 4'b1010;
	parameter HS		= 4'b1011;
	parameter LT		= 4'b1100;
	parameter GE		= 4'b1101;
	parameter UC		= 4'b1110;
	parameter NJ		= 4'b1111; 
	wire carry, overFlow, low, zero, neg;
	assign carry		= flag1[0];
	assign overFlow	= flag1[1];
	assign low			= flag2[0];
	assign zero			= flag2[1];
	assign neg			= flag2[2];
	reg[3:0] state, nextState;
	always @(posedge clk)
		if (~reset)	state <= FETCH;
		else			state <= nextState;
	always @(*) begin
		case(state)
			FETCH: nextState <= DECODE;
			DECODE:	case(op)  
					EXT0:	nextState <= REX;
					ADD:	nextState <= IEX;
					SUB:	nextState <= IEX;
					CMP:	nextState <= IEX;
					AND:	nextState <= IEX;
					OR:	nextState <= IEX;
					XOR:	nextState <= IEX;
					MOV:	nextState <= IEX;
					LSH:	nextState <= opExt[2] ? REX : IEX;
					LUI:	nextState <= IEX;
					LJS: case(opExt)
						E_LOAD: nextState <= LEX;
						E_STORE: nextState <= SEX;
						default: nextState <= JEX;
					endcase
					B:		nextState <= BEX;
					default: nextState <= FETCH;  
				endcase
			REX:	nextState <= RWB;
			IEX:	nextState <= IWB;
			LEX:	nextState <= LWB;
			JEX:	nextState <= JWB;
			SEX:	nextState <= SWB;
			BEX:	nextState <= BWB;
			default: nextState <= FETCH;
		endcase
	end
	always @(*) begin
		INSTRen <= 1'b0;
		MAm <= 1'b1;
		RFen <= 1'b0; PSRen <= 1'b0;
		AluOp <= 4'b0000; 
		setZNL <= 1'b0;
		PCm <= 2'b0;  
		PCen <= 1'b0;
		MemW1en <= 1'b0; MemW2en <= 1'b0;
		Movm <= 1'b0;
		A1m <= 1'b0;
		A2m <= 2'b00; RWm <= 2'b00;
		case(state)
			FETCH: begin
				INSTRen <= 1'b1;
				MAm <= 1'b0;
			end
			DECODE: begin
				MAm <= 1'b0;
				INSTRen <= 1'b1;
			end
			REX: begin
				PSRen <= 1'b1;
				case(opExt)
					AND:  AluOp <= ALU_AND;
					OR:   AluOp <= ALU_OR;
					XOR:  AluOp <= ALU_XOR;
					ADD:  AluOp <= ALU_ADD;
					SUB:  AluOp <= ALU_SUB;
					E_LSH: AluOp <= ALU_SLL;  
					CMP: begin
						AluOp <= ALU_SUB;
						setZNL <= 1'b1;
					end
					default: AluOp <= ALU_AND;
				endcase
				RWm <= 2'd2;
				A2m <= 2'b0;
				A1m <= 1'b0;
				PCm <= 2'b0;
				Movm <= (opExt == MOV) ? 1'b0 : 1'b1;
			end
			IEX: begin
				PSRen <= 1'b1;
				case(op)
					AND:  AluOp <= ALU_AND;
					OR:   AluOp <= ALU_OR;
					XOR:  AluOp <= ALU_XOR;
					ADD:  AluOp <= ALU_ADD;
					SUB:  AluOp <= ALU_SUB;
					LSH:  AluOp <= ALU_SLL;
					CMP: begin
						AluOp <= ALU_SUB;
						setZNL <= 1'b1;
					end
					default: AluOp <= ALU_AND;
				endcase
				RWm <= (op == LUI) ? 2'd3 : 2'd2;
				A2m <= 2'd2;
				A1m <= 1'b0;
				PCm <= 2'b0;
				Movm <= (op == MOV) ? 1'b0: 1'b1;
			end
			LEX: begin
				RWm <= 2'b0;
				PCm <= 2'b0;
				MAm <= 1'b1;
			end
			SEX: begin
				MAm <= 1'b1;
			end
			JEX: begin
				case(instr[11:8])
					EQ: PCm <= zero ? 2'b1 : 2'b0;
					NE: PCm <= ~zero ? 2'b1 : 2'b0;
					GE: PCm <= (neg | zero) ? 2'b1 : 2'b0;
					CS: PCm <= carry ? 2'b1 : 2'b0;
					CC: PCm <= ~carry ? 2'b1 : 2'b0;
					HI: PCm <= low ? 2'b1 : 2'b0;
					LS: PCm <= ~low ? 2'b1 : 2'b0;
					LO: PCm <= (~low & ~zero) ? 2'b1 : 2'b0;
					HS: PCm <= (low & zero) ? 2'b1 : 2'b0;
					GT: PCm <= neg ? 2'b1 : 2'b0;
					LE: PCm <= ~neg ? 2'b1 : 2'b0;
					FS: PCm <= overFlow ? 2'b1 : 2'b0;
					FC: PCm <= ~overFlow ? 2'b1 : 2'b0;
					LT: PCm <= (~neg & ~zero) ? 2'b1 : 2'b0;
					UC: PCm <= 2'b1;
					default: PCm <= 2'b0;  
				endcase
				if(opExt == E_JAL) begin
					RWm <= 2'b1;
				end
			end
			BEX: begin
				case(instr[11:8])
					EQ: PCm <= zero ? 2'd2 : 2'b0;
					NE: PCm <= ~zero ? 2'd2 : 2'b0;
					GE: PCm <= (neg | zero) ? 2'd2 : 2'b0;
					CS: PCm <= carry ? 2'd2 : 2'b0;
					CC: PCm <= ~carry ? 2'd2 : 2'b0;
					HI: PCm <= low ? 2'd2 : 2'b0;
					LS: PCm <= ~low ? 2'd2 : 2'b0;
					LO: PCm <= (~low & ~zero) ? 2'd2 : 2'b0;
					HS: PCm <= (low & zero) ? 2'd2 : 2'b0;
					GT: PCm <= neg ? 2'd2 : 2'b0;
					LE: PCm <= ~neg ? 2'd2 : 2'b0;
					FS: PCm <= overFlow ? 2'd2 : 2'b0;
					FC: PCm <= ~overFlow ? 2'd2 : 2'b0;
					LT: PCm <= (~neg & ~zero) ? 2'd2 : 2'b0;
					UC: PCm <= 2'd2;
					default: PCm <= 2'd0;  
				endcase
				A1m <= 1'b1;
				A2m <= 2'd2;
				AluOp <= ALU_ADD;
				PCm <= 2'b10;
			end
			RWB: begin
				if(opExt != CMP)
					RFen <= 1'b1;
				PCen <= 1'b1;
				PSRen <= 1'b1;
				MAm <= 1'b0;
				case(opExt)
					AND:  AluOp <= ALU_AND;
					OR:   AluOp <= ALU_OR;
					XOR:  AluOp <= ALU_XOR;
					ADD:  AluOp <= ALU_ADD;
					SUB:  AluOp <= ALU_SUB;
					CMP: begin
						AluOp <= ALU_SUB;
						setZNL <= 1'b1;
					end
					LSH: AluOp <= ALU_SLL;  
					default: AluOp <= ALU_AND;
				endcase
				RWm <= 2'd2;
				A2m <= 2'b0;
				A1m <= 1'b0;
				PCm <= 2'b0;
				Movm <= (opExt == MOV) ? 1'b0 : 1'b1;
			end
			IWB: begin
				MAm <= 1'b0;
				PSRen <= 1'b1;
				if(op != CMP)
					RFen <= 1'b1;
				case(op)
					AND:  AluOp <= ALU_AND;
					OR:   AluOp <= ALU_OR;
					XOR:  AluOp <= ALU_XOR;
					ADD:  AluOp <= ALU_ADD;
					SUB:  AluOp <= ALU_SUB;
					LSH:  AluOp <= ALU_SLL;
					CMP: begin
						AluOp <= ALU_SUB;
						setZNL <= 1'b1;
					end
					default: AluOp <= ALU_AND;
				endcase
				RWm <= (op == LUI) ? 2'd3 : 2'd2;
				A2m <= 2'd2;
				A1m <= 1'b0;
				PCen <= 1'b1;
				Movm <= (op == MOV) ? 1'b0: 1'b1;
			end
			LWB: begin
				RFen <= 1'b1;
				PCen <= 1'b1;
				RWm <= 2'b0;
				PCm <= 2'b0;
				MAm <= 1'b1;
			end
			SWB: begin
				MemW1en <= 1'b1;
				PCen <= 1'b1;
				MAm <= 1'b1;
			end
			JWB: begin
				case(instr[11:8])
					EQ: PCm <= zero ? 2'b1 : 2'b0;
					NE: PCm <= ~zero ? 2'b1 : 2'b0;
					GE: PCm <= (neg | zero) ? 2'b1 : 2'b0;
					CS: PCm <= carry ? 2'b1 : 2'b0;
					CC: PCm <= ~carry ? 2'b1 : 2'b0;
					HI: PCm <= low ? 2'b1 : 2'b0;
					LS: PCm <= ~low ? 2'b1 : 2'b0;
					LO: PCm <= (~low & ~zero) ? 2'b1 : 2'b0;
					HS: PCm <= (low & zero) ? 2'b1 : 2'b0;
					GT: PCm <= neg ? 2'b1 : 2'b0;
					LE: PCm <= ~neg ? 2'b1 : 2'b0;
					FS: PCm <= overFlow ? 2'b1 : 2'b0;
					FC: PCm <= ~overFlow ? 2'b1 : 2'b0;
					LT: PCm <= (~neg & ~zero) ? 2'b1 : 2'b0;
					UC: PCm <= 2'b1;
					default: PCm <= 2'b0;  
				endcase
				if(opExt == E_JAL) begin
					RWm <= 2'b1;
				end
				PCen <= 1'b1;
				MAm <= 1'b0;
				if(opExt == E_JAL)
					RFen <= 1'b1;
			end
			BWB: begin
				PCen <= 1'b1;
				MAm <= 1'b0;
				case(instr[11:8])
					EQ: PCm <= zero ? 2'd2 : 2'b0;
					NE: PCm <= ~zero ? 2'd2 : 2'b0;
					GE: PCm <= (neg | zero) ? 2'd2 : 2'b0;
					CS: PCm <= carry ? 2'd2 : 2'b0;
					CC: PCm <= ~carry ? 2'd2 : 2'b0;
					HI: PCm <= low ? 2'd2 : 2'b0;
					LS: PCm <= ~low ? 2'd2 : 2'b0;
					LO: PCm <= (~low & ~zero) ? 2'd2 : 2'b0;
					HS: PCm <= (low & zero) ? 2'd2 : 2'b0;
					GT: PCm <= neg ? 2'd2 : 2'b0;
					LE: PCm <= ~neg ? 2'd2 : 2'b0;
					FS: PCm <= overFlow ? 2'd2 : 2'b0;
					FC: PCm <= ~overFlow ? 2'd2 : 2'b0;
					LT: PCm <= (~neg & ~zero) ? 2'd2 : 2'b0;
					UC: PCm <= 2'd2;
					default: PCm <= 2'd0;  
				endcase
				A1m <= 1'b1;
				A2m <= 2'd2;
				AluOp <= ALU_ADD;
			end
			default: PCen <= 1'b0;  
		endcase
	end
endmodule 
</file>
<file path="./run.sh">
#!/bin/bash
# OpenROAD 26Q1-2900-gdf79404cd8, Yosys 0.63+post, stock flow scripts
make -C /OpenROAD-flow-scripts/flow DESIGN_CONFIG=/design/flow/config.mk WORK_HOME=/design/flow/orfs finish
</file>
==> flow_summary_export.csv <==
group,metric,value,unit
status,status,"finished clean",
power,p_total,0.0006191,W
synth,synth-main-ff-cell,"dfxtp_1",
timing,period_used_share,97.13,%
worst_hold_path,hp-class,"reg -> reg",
cells_and_area,layout-drive-gt1-share,27.62,%
floorplanning,rows,29,
cts,path_clk_slew,50,ps
setup_path,critPathMaxStageDelay,420,ps
cells_and_area,largest_register_ffs,14,
placement,hpwl,2447,um
timing,rsz0062_at_grt,"yes",
cells_and_area,area_growth,72.22,%
route,routed_wl,3027,um
placement,gp_congestion,0.8877,
grt,grt_pass1_wl,5133,um
setup_path,critPathRequiredTime,1920,ps
setup_path,cp_cell_sequence,"dlygate4sd2_1, buf_4, nand2b_4, o22ai_1, a221o_1, clkdlybuf4s50_1",
route,ant_nets,0,
power,power.leakage,0.7289,nW
setup_path,endpoint_kind,"output pin",
cells_and_area,reg_top3,"state: 14 flops",
placement,port_buffers,35,
grt,grt_max_degree,11,
setup_path,cp_max_fo,4,
grt,gr-total-overflow,0,
grt,gr-usage-all-layers,5.877,%
placement,dp_slack,-441.7,ps
floorplanning,die_h,102,um
setup_path,cp-start-kind,"input pin",
route,num_vias,1047,
cells_and_area,final-seq-area,280.3,sq um
synth,synthCells,125,
cts,cts_tree,"built",
timing,period_minus_slack,2331,ps
timing,setup_slack,68.86,ps
setup_path,slowest_stage,"clkdlybuf4s50_1",
timing,finClkSkew,0.8663,ps
grt,grt_pass1_vias,1094,
cells_and_area,final_cell_mix,"buf_4, clkdlybuf4s50_1, dfxtp_1",
cts,cts_buffers,3,
cells_and_area,fillers,709,
cts,clkLatencyLatePin,240,ps
timing,finalSetupViolations,0,
synth,async_flop_share,0,%
cts,cts.sinks,14,
route,post_drt_wl_per_cell,11.73,um
floorplanning,fp_util,14.78,%
grt,antenna_found_initial,0,
route,via_per_inst,4.058,
floorplanning,die_w,102,um
synth,syn_area,954.7,sq um
route,drc,0,
cts,root_buffer,"clkbuf_8",
synth,synth.avg_cell_area,7.637,sq um
synth,synth_seq_share,29.36,%
cells_and_area,postLayoutCoreUtil,25.46,%
floorplanning,dieArea,10400,sq um
cts,clockBufferDepth,2,
cells_and_area,top_register,"state",
synth,ys_cells,125,
setup_path,crit_arrival,1850,ps
synth,synth-edff-count,0,
synth,ys_types,40,
floorplanning,core_area,6459,sq um
run,cap_violations,0,
setup_path,worstSetupPathType,"in -> out",
synth,synth_warnings,1,
power,ir_drop,0.0001640,V
synth,ys_chip_area,954.7,sq um
cts,htree_levels,1,
cells_and_area,mi_logic_area,670.6,sq um
route,firstDrtPassIters,4,
timing,final-hold-violation-count,0,
route,diodes,0,
run,tool_warnings,30,
power,p_per_area,376.6,nW/um^2
timing,max_freq,0.4290,GHz
synth,ys_ff,14,
floorplanning,io_pins,43,
route,drt_iter0_drc,40,
timing,drv_slew,0,
cells_and_area,lay_top_count,"buf_4",
-- what timing repair did --
action	in CTS	in global routing
setup endpoints to repair	10	6
gates resized	29	15
buffers inserted	3	0
pin swaps	7	4
cloned	0	0
hold buffers	0	0
-- worst max-delay path, delay by kind of cell --
kind | cells | cell delay, ps
buffers and inverters | 3 | 870
AND-OR/OR-AND | 2 | 440
AND/OR/NAND/NOR | 1 | 60
-- logic make-up after synthesis --
| family | count (synthesis) | share of synthesized area, % |
|---|---|---|
| compound gates | 27 | 21.23 |
| flops | 14 | 29.36 |
| simple gates | 62 | 35.78 |
| buf+inv | 15 | 7.602 |
| mux | 1 | 1.049 |
| other cells | 1 | 0.3928 |
| xor+xnor | 5 | 4.588 |
-- per-stage QoR --
stage          std cells  hold slack (ps)  instance area, sq um  TNS [ps]
2_1_floorplan        127            411.8                 962.2         0
5_1_grt              258            459.6                  1644    -14.12
3_3_place_gp         251            415.3                  1516     -1981
3_5_place_dp         251            418.6                  1516     -2045
6_report             258            431.6                  1644         0
4_1_cts              258            431.8                  1623         0
-- cells in the mapped netlist, types with 3 or more instances --
cell       n  area (sq um)
a21oi_1    4         20.02
a31oi_1    3         18.77
and2_1     7         43.79
buf_2      4         20.02
buf_4      3         22.52
dfxtp_1   14         280.3
inv_1      5         18.77
nand2_1   13         48.80
nand2b_1   4         25.02
nand3_1    4         20.02
nor2_1    11         41.29
nor2b_1    5         31.28
nor3_1     4         20.02
nor3b_1    3         22.52
o21ai_0    5         25.02
o22ai_1    4         25.02
xnor2_1    3         26.28
-- power breakdown --
group | internal, W | leakage (nW) | total, W | switching (W)
Combinational | 0.0000927 | 0.586 | 0.000158 | 0.0000657
Sequential | 0.000237 | 0.114 | 0.000240 | 0.00000320
Clock | 0.000145 | 0.0288 | 0.000221 | 0.0000756
-- per-layer routing --
metal / routed length (um) / GRT usage, % / vias to the layer above
met5: 0 / 0 / -
met2: 1203 / 8.247 / 30
li1: - / - / 546
met4: 46 / 0.8677 / 0
met1: 1490 / 8.487 / 469
met3: 287 / 2.249 / 2
-- path summary, 6_finish.rpt --
path                           from  slack, ps                to  cells past startpoint
hold / removal     state[6]$_DFF_P_        430  state[3]$_DFF_P_                      1
hold reg to reg    state[6]$_DFF_P_        430  state[3]$_DFF_P_                      1
setup reg to reg  state[12]$_DFF_P_       1110  state[0]$_DFF_P_                      3
setup / recovery           instr[5]         70          AluOp[0]                      6
-- layout make-up --
type	instances	area share, %
clock buffers	4	3.349
inverters	6	1.370
multi-input cells	98	40.79
flip-flops and latches	14	17.05
well taps	77	5.860
repair buffers	59	31.58
Power is estimated from default activity; no workload was simulated.
